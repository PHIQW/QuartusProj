==> /design/flow/design.v <==
`timescale 1ns / 1ns
module part3(LEDR, SW,HEX0,HEX1,HEX2,HEX3,HEX4,HEX5);
    input [17:0] SW;
    output [9:0] LEDR;
	 output [7:0] HEX0, HEX1, HEX2, HEX3, HEX4, HEX5;
	 wire [7:0] wireALUout;
    ALU my_ALU(
        .ALUout(wireALUout[7:0]),
        .A(SW[7:4]),
        .B(SW[3:0]),
		  .key(SW[17:15])
        );
	 lightDisplays my_lights(
			.outLEDs(LEDR[7:0]),
			.hex0(HEX0[7:0]),
			.hex1(HEX1[7:0]),
			.hex2(HEX2[7:0]),
			.hex3(HEX3[7:0]),
			.hex4(HEX4[7:0]),
			.hex5(HEX5[7:0]),
			.A(SW[7:4]),
			.B(SW[3:0]),
			.ALUout(wireALUout)
			);
endmodule
module lightDisplays(outLEDs, hex0, hex1, hex2, hex3, hex4, hex5, A, B, ALUout);
	input [3:0] A, B;
	input [7:0] ALUout;
	output [7:0] outLEDs, hex0, hex1, hex2, hex3, hex4, hex5;
	assign outLEDs = ALUout;
	hex_display hx0(.IN(B),.OUT(hex0));
	hex_display hx1(.IN(4'b0000),.OUT(hex1));
	hex_display hx2(.IN(A),.OUT(hex2));
	hex_display hx3(.IN(4'b0000),.OUT(hex3));
	hex_display hx4(.IN(ALUout[3:0]),.OUT(hex4));
	hex_display hx5(.IN(ALUout[7:4]),.OUT(hex5));
endmodule
module ALU(ALUout,A,B,key);
	input [3:0] A,B;
	input [2:0] key;
	output reg [7:0] ALUout;
	wire [7:0] wirec0, wirec1, wirec2, wirec3, wirec4, wirec5;
	wire [4:0] rippleResult;
	wire andResult, orResult;
	assign wirec0 = {3'b000, rippleResult};
	rippleCarryAdder4Bit my_4bitAdder(
								  .S(rippleResult[3:0]),
								  .cout(rippleResult[4]),
								  .A(A[3:0]),
								  .B(B[3:0]),
								  .cin(1'b0)
								  );							  
	assign wirec1 = A+B;
	assign wirec2 = {A|B, A^B};
	assign wirec3 = |{A, B};
	or(orResult,A[0],B[0],A[1],B[1],A[2],B[2],A[3],B[3]);
	assign wirec4 = {7'b0000000, andResult};
	and(andResult,A[0],B[0],A[1],B[1],A[2],B[2],A[3],B[3]);
	assign wirec5 = {A, B};
	always @(*)
	begin
		case(key)
			3'b000: ALUout = wirec0; 
			3'b001: ALUout = wirec1; 
			3'b010: ALUout = wirec2; 
			3'b011: ALUout = wirec3; 
			3'b100: ALUout = wirec4; 
			3'b101: ALUout = wirec5; 
			default: ALUout = 8'b00000000;  
		endcase
	end
endmodule
module hex_display(IN, OUT);
    input [3:0] IN;
	 output reg [7:0] OUT;
	 always @(*)
	 begin
		case(IN[3:0])
			4'b0000: OUT = 7'b1000000;
			4'b0001: OUT = 7'b1111001;
			4'b0010: OUT = 7'b0100100;
			4'b0011: OUT = 7'b0110000;
			4'b0100: OUT = 7'b0011001;
			4'b0101: OUT = 7'b0010010;
			4'b0110: OUT = 7'b0000010;
			4'b0111: OUT = 7'b1111000;
			4'b1000: OUT = 7'b0000000;
			4'b1001: OUT = 7'b0011000;
			4'b1010: OUT = 7'b0001000;
			4'b1011: OUT = 7'b0000011;
			4'b1100: OUT = 7'b1000110;
			4'b1101: OUT = 7'b0100001;
			4'b1110: OUT = 7'b0000110;
			4'b1111: OUT = 7'b0001110;
			default: OUT = 7'b0111111;
		endcase
	end
endmodule
module mux2to1(x, y, s, m);
    input x;  
    input y;  
    input s;  
    output m;  
    assign m = s & y | ~s & x;
endmodule
module fullAdder(s,cout,a,b,cin);
	input a,b;
	input cin;
	output s;
	output cout;
	wire axorb;
	assign axorb = a ^ b;
	assign s = cin ^ axorb;
	mux2to1 my_mux(
        .x(b),
        .y(cin),
        .s(axorb),
        .m(cout)
        );
endmodule
module rippleCarryAdder4Bit(S, cout, A, B, cin);
	input [3:0] A,B;
	input cin;
	output [3:0] S;
	output cout;
	wire [2:0] carryWire;
	fullAdder add0(
				.s(S[0]),
				.cout(carryWire[0]),
				.a(A[0]),
				.b(B[0]),
				.cin(cin));
	fullAdder add1(
				.s(S[1]),
				.cout(carryWire[1]),
				.a(A[1]),
				.b(B[1]),
				.cin(carryWire[0]));
	fullAdder add2(
				.s(S[2]),
				.cout(carryWire[2]),
				.a(A[2]),
				.b(B[2]),
				.cin(carryWire[1]));
	fullAdder add3(
				.s(S[3]),
				.cout(cout),
				.a(A[3]),
				.b(B[3]),
				.cin(carryWire[2]));
endmodule
==> /design/flow/run.sh <==
#!/bin/bash
# OpenROAD 26Q1-2900-gdf79404cd8, Yosys 0.63+post, stock flow scripts
make -C /OpenROAD-flow-scripts/flow DESIGN_CONFIG=/design/flow/config.mk WORK_HOME=/design/flow/orfs finish
==> /design/flow/config.mk <==
export PLATFORM = sky130hd
export DESIGN_NAME = part3
export DESIGN_NICKNAME = part3
export VERILOG_FILES = /design/flow/design.v
export SDC_FILE = /design/flow/constraint.sdc
export NUM_CORES = 4
export LEC_CHECK = 1
export CORE_AREA = 10 10 90 90
export DIE_AREA = 0 0 100 100
==> /design/flow/constraint.sdc <==
current_design part3

set clk_period 5.7
set clk_io_pct 0.2

create_clock -name clk0 -period $clk_period

set non_clock_inputs [all_inputs -no_clocks]
set_input_delay [expr $clk_period * $clk_io_pct] -clock clk0 $non_clock_inputs
set_output_delay [expr $clk_period * $clk_io_pct] -clock clk0 [all_outputs]
==> results.toml <==
# flow metrics
[critical_path]
crit_fanout = 5
arrival_time_reported_for_the_critical_path_endpoint_ns = 4.23
timing_worst_setup_path_type = "in -> out"
critPathCaptureType = "output port"
critPathLaunch = "SW[4]"
setup.worst_path.start_class = "input port"
critical_path_required_ns = 4.56

[die]
design.core.area_um2 = 6280
initial_core_util_pct = 25.5
die_width_um = 100
io_count = 76
total_die_size_um2 = 10000
die_h_um = 100
num_rows = 29

[timing]
tns_ns = 0
final_setup_violation_count = 0
grt_setup_unrepaired = "no"
worst_slew_pin_slew_ns = 0.745
timing.final.crit_share_pct = 94.3
finalHoldWorstSlack_ns = 3.34
maxSlewHeadroom_pct = 49.8
fmaxAchievable_mhz = 186
hold_viol = 0
setup_slack_ns = 0.328
period_needed_ns = 5.37
timing_max_transition_violations_final = 0

[place]
numPortBuffers = 47
globalplace.congestion = 0.886
dpl_worst_slack_ns = 0.215
hpwl_um = 3780

[grt]
globalRouteTotalUtil_pct = 8.93
antenna_found_initial = 0
maximum_number_of_pins_on_one_net_before_global_route_repair = 19
grt_pass1_wl_um = 7830
global_route.overflow_total = 0
first_global_vias = 1627

[final_layout]
final_util_pct = 33.6
share_of_final_layout_standard_cells_stronger_than_drive_strength_1_pct = 7.89
register_area_um2 = 0
areaGrowthSynthToFinish_pct = 32.0
fillCellCount = 644
design.seq.count = 0
logic_area_um2 = 1380
clockBufferCount = 0

[detailed_routing]
number_of_remaining_drc_errors = 0
route.antenna.diode_count = 0
drt_iter0_drc = 86
num_vias = 1651
route.detailed.wl_per_inst_um = 13.0
total_detailed_routing_wirelength_um = 4650
ant_nets = 0
drt-vias-per-instance = 4.64
firstDrtPassIters = 4

[min_path]
timing.hold.worst_endpoint = "HEX0[2]"
hold_start = "SW[3]"
worstHoldPathCells = 4
worstHoldPathType = "in -> out"

[logic_synthesis]
synth.yosys.num_cells = 235
synth.cell_area_um2 = 1600
synth-area-yosys_um2 = 1600
syn-mean-instance-area_um2 = 6.81
yosys.cell_types.count = 55
synth-seq-area-share_pct = 0
top_cell_area_share_pct = 20.3
topCellsByArea = "sky130_fd_sc_hd__ha_1 (20%), sky130_fd_sc_hd__buf_4 (11%), sky130_fd_sc_hd__o21ai_0 (5.0%), sky130_fd_sc_hd__inv_1 (4.9%), sky130_fd_sc_hd__mux2i_1 (4.4%)"
post-synth-top-count-cell = "sky130_fd_sc_hd__ha_1"
netlist_instances = 235
yosys_warnings = 4
netlist_top_cells_count = "sky130_fd_sc_hd__ha_1 (26), sky130_fd_sc_hd__buf_4 (23), sky130_fd_sc_hd__inv_1 (21)"
largest_area_cell = "sky130_fd_sc_hd__ha_1"

[pwr]
power.share.clock_pct = 0
power.density_nw_per_um2 = 98.2
pwr-share-comb_pct = 100.0
switching_pwr_uw = 91.2
power.leakage_nw = 0.943
share_seq_of_total_power_pct = 0
p_int_uw = 116
max-vdd-ir-drop_mv = 0.0743
p_sw_share_pct = 44.0

[cts]
post_cts.repair.setup_buffers = 0
ctsResizeCount = 0
hold_buffers = 0

[flow_run]
drv_cap = 0
stage_log_warnings = 57

[outcome]
outcome = "complete, no violations"
-- layout by cell type, fill, tap and decap left out, drive strengths merged, types with 5 or more instances in the layout --
cell type,netlist,routed
a211oi,5,5
a21oi,11,11
buf,30,11
clkdlybuf4s50,0,47
conb,2,22
ha,26,26
inv,21,21
mux2i,8,8
nand2,19,19
nand2b,5,5
nand3,8,8
nor2,17,17
nor2b,5,5
o21ai,17,17
o22ai,6,6
-- metrics by stage --
| step | cell area, µm² | std cells | total power [mW] |
|---|---|---|---|
| 6_report | 2110 | 356 | 0.207 |
| 5_1_grt | 2110 | 356 | 0.236 |
| 4_1_cts | 2100 | 356 | 0.209 |
| 3_5_place_dp | 2100 | 356 | 0.207 |
| 3_3_place_gp | 2100 | 356 | 0.208 |
| 2_1_floorplan | 1680 | 255 | 0.118 |
-- area by class of cell --
| class | instances | area share (%) |
|---|---|---|
| Timing Repair Buffer | 58 | 26.2 |
| Inverter | 22 | 3.91 |
| Multi-Input combinational cell | 199 | 65.3 |
| Tap cell | 77 | 4.56 |
-- how the worst max path moves through the flow --
stage,endpoint,slack [ns],cells after the start
after CTS,HEX4[4],0.18,13
after global routing,HEX5[3],0.05,14
final,HEX5[3],0.33,14
-- metal layers --
metal | wire length (µm) | GRT usage [%]
met2 | 2100 | 15.2
met5 | 0 | 0
met1 | 2180 | 11.8
met3 | 319 | 1.94
met4 | 37 | 0.652
-- critical path, stage by stage --
cell,delay [ns]
sky130_fd_sc_hd__clkdlybuf4s50_1,0.50
sky130_fd_sc_hd__ha_2,0.22
sky130_fd_sc_hd__inv_1,0.06
sky130_fd_sc_hd__fa_1,0.40
sky130_fd_sc_hd__nor2b_1,0.11
sky130_fd_sc_hd__o21ai_0,0.07
sky130_fd_sc_hd__a221o_1,0.31
sky130_fd_sc_hd__o221ai_1,0.09
sky130_fd_sc_hd__inv_1,0.10
sky130_fd_sc_hd__ha_2,0.33
sky130_fd_sc_hd__nor2_1,0.11
sky130_fd_sc_hd__a211oi_1,0.06
sky130_fd_sc_hd__a211oi_1,0.22
sky130_fd_sc_hd__clkdlybuf4s50_1,0.50
-- power groups by stage --
stage | Clock (mW) | Sequential (mW) | Combinational, mW
4_1_cts | 0 | 0 | 0.209
5_1_grt | 0 | 0 | 0.236
6_report | 0 | 0 | 0.207
-- cell families after synthesis --
logic type / count (synthesis) / synth area share, %
other cells: 2 / 0.469
compound gates: 68 / 28.8
buf+inv: 56 / 19.0
simple gates: 71 / 23.1
mux: 9 / 5.94
xor+xnor: 2 / 1.09
fa+ha+maj: 27 / 21.6
Power figures rest on the tool's default switching activity, not on a simulated workload.
