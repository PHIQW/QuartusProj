## flow/design.v

```verilog
module sequence_detector(SW, KEY, LEDR);
    input [9:0] SW;
    input [3:0] KEY;
    output [9:0] LEDR;
    wire w, clock, resetn, out_light;
    reg [3:0] y_Q, Y_D;  
    localparam A = 4'b0000, B = 4'b0001, C = 4'b0010, D = 4'b0011, E = 4'b0100, F = 4'b0101, G = 4'b0110;
    assign w = SW[1];
    assign clock = ~KEY[0];
    assign resetn = SW[0];
    always@(*)
    begin: state_table
        case (y_Q)
            A: begin
                   if (!w) Y_D <= A;
                   else Y_D <= B;
               end
            B: begin
                   if(!w) Y_D <= A;
                   else Y_D <= C;
               end
            C: begin
                   if(!w) Y_D <= E;
                   else Y_D <= D;
               end
            D:begin
                   if(!w) Y_D <= E;
                   else Y_D <= F;
               end
            E:begin
                   if(!w) Y_D <= A;
                   else Y_D <= G;
               end
            F:begin
                   if(!w) Y_D <= E;
               end
            G:begin
                   if(!w) Y_D <= A;
                   else Y_D <= C;
               end
            default: Y_D = A;
        endcase
    end  
    always @(posedge clock)
    begin: state_FFs
        if(resetn == 1'b0)
            y_Q <=  A;  
        else
            y_Q <= Y_D;
    end  
    assign out_light =  ((y_Q == F) | (y_Q == G));
    assign LEDR[9] = out_light;
    assign LEDR[3:0] = y_Q;
endmodule
```

## flow/run.sh

```bash
#!/bin/bash
# OpenROAD 26Q1-2900-gdf79404cd8, Yosys 0.63+post, stock flow scripts
make -C /OpenROAD-flow-scripts/flow DESIGN_CONFIG=/design/flow/config.mk WORK_HOME=/design/flow/orfs finish
```

## flow/config.mk

```make
export PLATFORM = sky130hd
export DESIGN_NAME = sequence_detector
export DESIGN_NICKNAME = sequence_detector
export VERILOG_FILES = /design/flow/design.v
export SDC_FILE = /design/flow/constraint.sdc
export NUM_CORES = 4
export LEC_CHECK = 1
export CORE_AREA = 10 10 70 70
export DIE_AREA = 0 0 80 80
```

## flow/constraint.sdc

```tcl
current_design sequence_detector

set clk_period 1.2
set clk_io_pct 0.2

create_clock -name clk0 -period $clk_period [get_ports {KEY}]

set non_clock_inputs [all_inputs -no_clocks]
set_input_delay [expr $clk_period * $clk_io_pct] -clock clk0 $non_clock_inputs
set_output_delay [expr $clk_period * $clk_io_pct] -clock clk0 [all_outputs]
```

==> reports/qor.txt <==
outcome - finished with violations
failing checks - negative setup slack
Max clock buf depth - 2
endpoints left unconstrained - 3
multi-input logic area - 125 um^2
# Cells Yosys - 29
final setup vio count - 4
post-synth cell types - 13
largest net degree at the start of global routing - 7
FP Rows - 21
Vias - 239
first-pass GRT wire length - 986 um
CP cell instances - buf_6, nor2b_4, o21a_1, buf_2
initial antenna violation count - 0
CP peak stage delay - 0.34 ns
Sequential Power Share - 0.324
Mapped Area - 260 um^2
power share of the combinational group - 0.077
RSZ-0062 raised after global routing - yes
Stages on worst setup path - 4
Placed Area - 383 um^2
# hold bufs at CTS - 0
Root Buffer - clkbuf_4
CP endpoint kind - primary output
# port buffers - 6
register pins left without a clock - 3
Int Power - 0.248 mW
tool warnings - 67
synthesized instance count - 29
I/O Pins - 24
P&R area growth vs syn - 83.2%
Core ar. - 3420 um^2
Commonest Layout Cell - buf_6
DP Worst Slack - -0.743 ns
CP max stage cell - dfxtp_2
vias per cell - 2.52
Residual DRC - 0
Static Leakage - 0.248 nW
Power Density - 670 nW/um^2
max_cap viols - 0
Die Height - 80 um
CP required - 0.96 ns
Hold Violations, Final - 0
critical path buffer and inverter count - 2
global-route usage over all layers - 0.0188
Hold WC Path Type - in -> reg
Final GP Congestion - 0.754
clock share of power - 0.599
Detailed Route WL - 681 um
area reported by Yosys stat - 260 um^2
most frequent cells in the layout - buf_6 (7), conb_1 (6), buf_4 (6)
CTS tree - done
Switching Share - 0.225
htree depth - 1
synth warn - 6
drt pass-1 iters - 2
Post-Syn Area per Cell - 8.97 um^2
Die Wd - 80 um
initial DRC count - 1
fillers - 391
max-slew violations - 0
Num CTS Buffers - 3
cell family with most CP delay - flip-flops
crit path to - LEDR[9]
Synth flops - 6
ANT nets after route - 0
Sequential Area - 109 um^2
Worst VDD drop - 0.142 mV
critical path class - reg -> out
post-route cell area - 477 um^2
post-route setup slack - -0.656 ns
FP Util - 0.0762
Sw Pwr - 0.0718 mW
crit path from - y_Q[1]
die area - 6400 um^2
vias in the first global route - 255
wire per inst - 7.17 um
DP Wirelength - 465 um
Max FO, Critical Path - 3
Setup crit start kind - register
share of cells above drive strength 1 - 0.429
grt ovf - 0
Clk pin slew, worst setup/hold paths - 0.03 ns
Ant. Diodes - 0
Critical Path AT - 1.62 ns
state kept, by name (all words and copies together) (netlist names):
register  count
Y_D           3
y_Q           3
through the flow:
stage          hold WS, ns  utilization  total power, mW  cells  TNS (ns)
6_report             0.941        0.140            0.320     95     -2.12
5_1_grt              0.922        0.140            0.381     95     -2.42
4_1_cts              0.890        0.135            0.362     93     -2.18
3_5_place_dp          1.45        0.112            0.147     83     -3.43
3_3_place_gp          1.46        0.112            0.148     83     -3.48
2_1_floorplan        0.962            -            0.146     34    -0.367
kinds of logic (layout without fill, tap and decap cells):
logic type | count (synthesis) | in the layout | synth area share
other cells | 1 | 6 | 0.0144
compound gates | 3 | 3 | 0.0769
simple gates | 9 | 9 | 0.221
flops | 3 | 3 | 0.231
latches | 3 | 3 | 0.173
buf+inv | 8 | 23 | 0.216
xor+xnor | 2 | 2 | 0.0673
routing by layer:
| layer | part of all wire | vias up | GRT usage |
|---|---|---|---|
| li1 | - | 120 | - |
| met1 | 0.49 | 107 | 0.0246 |
| met2 | 0.42 | 12 | 0.0225 |
| met4 | 0 | 0 | 0.0158 |
| met5 | 0 | - | 0 |
| met3 | 0.094 | 0 | 0.00795 |
worst min path at each step:
stage | depth (start not counted) | startpoint | end
finish | 2 | SW[0] | y_Q[1]
CTS | 2 | SW[0] | y_Q[1]
global route | 2 | SW[0] | y_Q[1]
power groups by stage:
| stage | Combinational, mW | Clock (mW) | Sequential, mW |
|---|---|---|---|
| 4_1_cts | 0.0248 | 0.234 | 0.104 |
| 5_1_grt | 0.0274 | 0.250 | 0.103 |
| 6_report | 0.0246 | 0.191 | 0.104 |
cell usage after synthesis:
master	count	area share
and2_1	3	0.072
or3_1	1	0.024
nor3b_1	1	0.029
inv_1	1	0.014
nor2b_1	2	0.048
dlxtn_1	3	0.17
and3_1	2	0.048
xor2_1	2	0.067
buf_4	7	0.20
o21a_1	2	0.058
o21ai_0	1	0.019
dfxtp_1	3	0.23
conb_1	1	0.014
timing repair:
action                     4_1_cts  5_1_grt
buffers inserted                 4        2
gates cloned                     0        0
gates resized                   22        0
pin swaps                        1        0
setup endpoints to repair        7        4
final cells by class:
class,count,area share
clock buffers,3,0.0472
clock inverters,4,0.0315
multi-input cells,20,0.262
flip-flops and latches,6,0.228
well taps,46,0.121
repair buffers,16,0.310
Power is estimated from default activity; no workload was simulated.
