## design/flow/run.sh

```bash
#!/bin/bash
# OpenROAD 26Q1-2900-gdf79404cd8, Yosys 0.63+post, stock flow scripts
make -C /OpenROAD-flow-scripts/flow DESIGN_CONFIG=/design/flow/config.mk WORK_HOME=/design/flow/orfs finish
```

## design/flow/config.mk

```make
export PLATFORM = sky130hd
export DESIGN_NAME = rateDivider50MHz
export DESIGN_NICKNAME = rateDivider50MHz
export VERILOG_FILES = /design/flow/design.v
export SDC_FILE = /design/flow/constraint.sdc
export NUM_CORES = 4
export LEC_CHECK = 1
export CORE_UTILIZATION = 30
```

## design/flow/constraint.sdc

```tcl
current_design rateDivider50MHz

set clk_period 8.0
set clk_io_pct 0.2

create_clock -name clk0 -period $clk_period [get_ports {clock50M}]

set non_clock_inputs [all_inputs -no_clocks]
set_input_delay [expr $clk_period * $clk_io_pct] -clock clk0 $non_clock_inputs
set_output_delay [expr $clk_period * $clk_io_pct] -clock clk0 [all_outputs]
```

## design/flow/design.v

```verilog
module rateDivider50MHz(divOut, enable, digitControl, clock50M, clear_b);
		input enable, clock50M, clear_b;
		input [1:0] digitControl;
		output divOut;
		reg [27:0] count;
		assign divOut = (count == 28'b0) ? 1 : 0;
		always @(posedge clock50M)
		begin
			if((clear_b == 1'b0) || (count == 0))
			begin
				case(digitControl)
					2'b00: count <= 28'd24999999;
					2'b01: count <= 28'd49999999;
					2'b10: count <= 28'd99999999;
					2'b11: count <= 28'd199999999;
				endcase
			end
			else if(enable == 1'b1)
				count <= count - 1'b1;
		end
endmodule
module counter4bit(q, clock, Clear_b, Enable);
	input clock, Clear_b, Enable;
	output reg [3:0] q;  
	always @(posedge clock, negedge Clear_b)  
	begin
		if (Clear_b == 1'b0)  
			q <= 4'b0000;  
		else if (Enable == 1)  
			q <= q + 1'b1;  
	end
endmodule
```

==> results.txt <==
Update from the flow run.

Setup repair after global routing left no endpoint under its margin. The clock drives 28 sinks. In this run the deepest clock path goes through 2 buffers. The number of max-slew violations in the final report is 0. The total instance count after detailed placement is 216. Counting distinct cell types in the post-synthesis netlist gives 37.

The via density per instance is 4.81. The number of ports placed on the die boundary is 6. In the setup report, the worst path falls into the class reg2out. The level count of the clock H-tree is 1. The worst path needs 4.24 ns of the cycle, external delays included.

Per the post-route antenna check, the number of violating nets is 0. The count of placed standard cells in the final layout, fillers left out is 220. Ranked by instance count, the synthesized netlist is headed by edfxtp_1 (28), xnor2_1 (17), nand2_1 (13). The met2 wire length is 1.28 mm. The number of vias in the routed layout is 1,059. The switching power is 0.0000669 W. Sequential cells account for 56.9% of the total power. The number of global-route vias before repair is 1,082.

The post-route cell area is 1800 sq um. A synthesized cell averages 11.1 sq um. According to the timing report, the arrival time at the worst endpoint equals 2.64 ns. Post-synth the commonest register cell is edfxtp_1. IR analysis of the VDD net gives a maximum drop of 0.000118 V. After synthesis, flip-flops and latches occupy 51.4% of the total area. The total global-route track usage is 11.8%. The flow measured a signed area growth from synthesis to layout of 10.1%. The routability congestion estimate from global placement is 0.788. The worst path setup slack after routing is 3.76 ns. The hold-fix buffer count after cts is 0. The combinational fraction of design power is 8.3%.

The internal power consumption is 0.000253 W. The number of buffer cells added on primary ports is 5. The count of instantiated cells in the yosys netlist is 147. The post-synthesis cell type with the largest instance count is edfxtp_1. Yosys reported a register bit count of 28.

The first-pass GRT wire length is 4.90 mm. The final timing report lists clock skew as 0.00254 ns. The number of buffers created by CTS is 3. Looking at the clock tree report, the root buffer type is clkbuf_8.

Wires add up to 2.82 mm. TritonCTS built the clock tree. The maximum frequency from static timing analysis is 236 MHz.

The setup total negative slack is 0 ns. The setup-violating endpoint count in the final report is 0. For this run the detailed placement stage logged an HPWL of 1.91 mm. The critical path capture point type is a primary output. The die area is 5750 sq um. The pre-CTS setup slack is 4.06 ns. The number of rows created at floorplan is 26.

The leakage power is 0.537 nW. The library cell occupying the most area in the post-synthesis netlist is edfxtp_1. The count of warning messages emitted by the tools is 26. Per the summary, power density relative to cell area is 177 nW/um^2. The net switching share of the total power is 20.9%.

As reported, the later end of the worst-skew pair has a clock insertion delay of 0.27 ns. The synthesis report lists the most area-consuming cells as edfxtp_1 (51%), xnor2_1 (9.1%), a21oi_1 (3.4%). The instance area at placement is 1730 sq um. Per the OpenROAD floorplan log, the height of the die is 75.9 um. The antenna cell count is 0. The routed design shows a wire length per standard cell of 12.8 um. The proportion of netlist area held by the largest area contributor is 51.4%.

The number of buffers added for setup after CTS is 0. The required time of the critical path is 6.40 ns. Synthesis produced 147 cells.

Gates resized during post-CTS repair numbered 0. The largest net degree at the start of global routing is 34. Once iteration 0 of detailed routing completed, the report listed 57 DRC markers.

The relative slew slack is 63.3%. The fraction of layout cells with a size suffix above 1 is 8.00%. The largest registers in the layout are count: 28 flops.

The most flop-heavy register is count. The initial core utilization is 31.6%. The largest fanout on the critical path is 12.

Measured along the x axis, the die boundary spans 75.9 um. The total area inside the core boundary comes to 5170 sq um. The clock network is responsible for 34.7% of the overall power. The remaining routing DRC violations is 0. The flow ran to the end, and the final reports show no timing, DRC or antenna violations. The detailed route wirelength on metal3 is 89 um. The synthesis report gives the async set-or-reset register share as 0%. Final hold analysis gives a worst-case slack of 0.625 ns. The number of flops mapped to enable cells by yosys is 28. The post-synthesis cell area is 1640 sq um.

The uppermost signal routing layer after detailed routing is met4. The initial antenna violation count is 0. The total global routing overflow is 0. The kind of launch point of the worst setup path is a register.

The number of maximum-capacitance constraint violations is 0. In the per-layer summary, the met1 wirelength comes to 1.42 mm. The clock transition at the register clock pins on the worst setup and hold paths after CTS is 0.10 ns.

The flip-flop count of the largest register, all copies and words added is 28. The area recorded from the Yosys report for this design is 1640 sq um. For reference, the final report shows the hold violation count at 0. The pin slew with the least headroom to its limit is 0.550 ns. After layout, the worst path uses 53.0% of the clock period. According to the hold report, the worst path is of the reg2reg type. The iteration count of the initial detailed-routing pass is 4. Counting the warning lines in the Yosys log gives 1.
logic make-up (layout without fill, tap and decap cells):
group / count (synthesis) / after routing / synth area share (%)
flip-flops: 28 / 28 / 51.4
buffers and inverters: 11 / 14 / 4.05
adder cells (fa/ha/maj): 2 / 2 / 1.53
AND/OR/NAND/NOR: 59 / 59 / 20.6
multiplexers: 3 / 3 / 1.83
XOR/XNOR: 21 / 21 / 11.2
AND-OR/OR-AND: 23 / 23 / 9.40
worst paths after layout:
| check | startpoint | endpoint | slack [ns] | depth (start not counted) |
|---|---|---|---|---|
| worst max-delay path | count[12] | divOut | 3.76 | 4 |
| worst min-delay path | count[0] | count[0] | 0.63 | 1 |
| worst max register to register | count[12] | count[26] | 4.99 | 5 |
| worst min register to register | count[0] | count[0] | 0.63 | 1 |
through the flow:
stage,power [W],utilization (%)
after detailed placement,0.000213,33.5
after floorplan,0.000205,-
after CTS,0.000324,34.8
final,0.000320,34.8
after global placement,0.000212,33.5
after global routing,0.000333,34.8
power by group through the flow:
stage     Sequential, W  Clock (W)  Combinational [W]
5_1_grt        0.000184   0.000118          0.0000304
4_1_cts        0.000182   0.000114          0.0000274
6_report       0.000182   0.000111          0.0000266
worst max-delay path: stages (launching register included):
cell	delay [ns]
edfxtp_1	0.43
or4_1	0.63
or4_4	0.62
nor3_1	0.20
clkdlybuf4s50_1	0.48
final cells by class:
| class | count | area (sq um) |
|---|---|---|
| fillers | 511 | 3370 |
| inverters | 4 | 15.0 |
| clock inverters | 1 | 30.0 |
| repair buffers | 6 | 57.6 |
| clock buffers | 3 | 41.3 |
| well taps | 70 | 87.6 |
| flip-flops and latches | 28 | 841 |
| multi-input cells | 108 | 729 |
layout by cell type, fill, tap and decap left out, types with 4 or more instances in the layout:
cell type / netlist / routed
nor3_1: 10 / 10
nor2_1: 9 / 9
clkdlybuf4s50_1: 0 / 5
a21oi_1: 11 / 11
nand3_1: 4 / 4
xnor2_1: 17 / 17
inv_1: 4 / 4
or3_1: 4 / 4
or4_1: 5 / 5
nand2_1: 13 / 13
xor2_1: 4 / 4
nor4_1: 4 / 4
edfxtp_1: 28 / 28
metal layers:
metal / track usage, % / up-vias
met2: 18.2 / 13
met3: 3.35 / 2
met1: 17.7 / 494
met4: 1.65 / 0
li1: - / 550
met5: 0 / -
Power figures rest on the tool's default switching activity, not on a simulated workload.
